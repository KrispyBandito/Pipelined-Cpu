### /design/flow/design.v
`timescale 1 ns / 1 ps
module adder(input [15:0] a, b,
                output [15:0] result);
always@(*)
begin
        result = a + b;
end
endmodule
### /design/flow/run.sh
#!/bin/bash
# OpenROAD 26Q1-2900-gdf79404cd8, Yosys 0.63+post, stock flow scripts
make -C /OpenROAD-flow-scripts/flow DESIGN_CONFIG=/design/flow/config.mk WORK_HOME=/design/flow/orfs finish
### /design/flow/config.mk
export PLATFORM = sky130hd
export DESIGN_NAME = adder
export DESIGN_NICKNAME = adder
export VERILOG_FILES = /design/flow/design.v
export SDC_FILE = /design/flow/constraint.sdc
export NUM_CORES = 4
export LEC_CHECK = 1
export CORE_AREA = 10 10 70 70
export DIE_AREA = 0 0 80 80
### /design/flow/constraint.sdc
current_design adder

set clk_period 13.2
set clk_io_pct 0.2

create_clock -name clk0 -period $clk_period

set non_clock_inputs [all_inputs -no_clocks]
set_input_delay [expr $clk_period * $clk_io_pct] -clock clk0 $non_clock_inputs
set_output_delay [expr $clk_period * $clk_io_pct] -clock clk0 [all_outputs]
==> results.yml <==
# yosys + openroad results
final_layout:
  layout-drive-gt1-share_pct: 2.740
  nFillCells: 356
  areaGrowthSynthToFinish_pct: 74.27
  ff_count: 0
  final_core_util_pct: 36.96
  flop_area_sq_um: 0
  clkbuf_count: 0
timing:
  finalClockPeriodUsage_pct: 60.14
  hold_violations: 0
  finalSetupViolCount: 0
  fmax_mhz: 126.0
  maxSlewViolCount: 0
  tns_ns: 0
  rsz0062_at_grt: "false"
  finalCriticalPeriod_ns: 7.939
  maxSlewHeadroom_pct: 71.71
  tightest_slew_ns: 0.4199
worst_setup_path:
  critPathLaunchType: "input port"
  arrival_ns: 5.30
  crit_fanout: 3
  endpoint_kind: "output pin"
  crit_type: "input port to output pin"
  worstPathRequired_ns: 10.56
placed_design:
  portBuffers: 48
  hpwl_um: 2211
  gp_congestion: 0.8504
detailed_routing:
  vias: 889
  routed_via_density: 4.630
  route.layer.met1.wl_um: 1141
  diodes: 0
  drt_wl_total_um: 2402
  ant_nets: 0
  wl_met3_um: 182
  drc_errors: 0
  drt_iter0_drc: 29
  highest_layer: "met3"
  firstDrtPassIters: 6
  routed-wl-met2_um: 1079
  wl_per_cell_um: 12.51
global_routing:
  grt_pass1_wl_um: 4126
  antenna_found_initial: 0
  gr-usage-all-layers_pct: 7.516
  grt_pass1_vias: 930
  grt_max_degree: 7
  overflow: 0
synthesis:
  ys.warnings.count: 2
  top_area_share_pct: 25.91
  synth_cell_type_count: 27
  yosysCellCount: 98
  area_leaders: "ha_1 26%, xnor2_1 12%, a21oi_1 12%"
  ys_seq_share_pct: 0
  yosysChipArea_sq_um: 724.4
  syn_area_per_cell_sq_um: 7.392
  syn_area_sq_um: 724.4
  top_area_cell: "ha_1"
  syn_inst: 98
flow_run:
  maxCapViolCount: 0
  warnings: 32
power_and_ir_drop:
  combPwrFrac_pct: 100.0
  clkPwrFrac_pct: 0
  p_seq_share_pct: 0
  max-vdd-ir-drop_uv: 13.38
  switching_share_pct: 36.44
  p_int_uw: 40.38
  p_leak_uw: 0.0005007
  p_sw_uw: 23.15
  power_density_mw_per_mm2: 50.32
clock_network:
  cts_hold_buf: 0
  cts_setup_buffers: 0
  post_cts_resized: 0
floorplanning:
  core_sq_mm: 0.003416
  rows: 21
  die_y_um: 80
  io_pins: 48
  floorplan.core_util_pct: 21.21
  die_area_sq_mm: 0.006400
  die_w_um: 80
status:
  status: "completed"
worst_hold_path:
  hp-class: "input port to output pin"
logic make-up (layout without fill, tap and decap cells):
logic type / count (synthesis) / in the layout / share of synthesized area [%]
compound gates: 40 / 40 / 35.23
simple gates: 23 / 23 / 15.03
buf+inv: 3 / 51 / 1.554
xor+xnor: 15 / 15 / 18.13
fa+ha+maj: 16 / 16 / 28.67
mux: 1 / 1 / 1.382
power by group through the flow:
stage | Sequential [uW] | Clock, uW | Combinational [uW]
after CTS | 0 | 0 | 65.0
after global routing | 0 | 0 | 71.6
final | 0 | 0 | 63.5
per-stage QoR:
step	setup slack, ns	cells	area [sq um]	hold WS [ns]	power (uW)
6_report	5.261	192	1262	6.308	63.53
5_1_grt	5.071	192	1262	6.366	71.59
4_1_cts	5.231	192	1262	6.318	65.01
3_5_place_dp	5.234	192	1262	6.314	64.56
3_3_place_gp	5.249	192	1262	6.319	64.43
2_1_floorplan	6.311	98	724.4	5.352	28.44
cell type report:
class	instances	area, sq um	area share (%)
Multi-Input combinational cell	95	713.2	56.49
Timing Repair Buffer	48	480.5	38.06
Tap cell	46	57.56	4.559
Inverter	3	11.26	0.8920
final timing paths:
kind,slack (ns),end,startpoint,depth (start not counted)
worst min-delay path,6.31,result[0],b[0],3
worst max-delay path,5.26,result[12],a[0],9
Yosys cell counts:
master     n
nor2_1     2
a311oi_2   1
nor3_1     3
and3_1     1
xnor2_1   10
o211ai_1   3
nand3_1    4
o21ai_0    8
nor3b_1    1
xor2_1     5
mux2i_1    1
a21o_1     2
o41ai_2    1
a211oi_1   1
nor2b_1    2
o22ai_1    1
a21o_2     1
fa_1       1
a211o_1    1
inv_1      3
ha_1      15
nand2_1    9
a21oi_1   17
o21bai_1   2
a311oi_1   1
a31oi_1    1
or2_2      1
metal layers:
metal | track usage (%) | vias up
met1 | 10.46 | 392
met3 | 1.477 | 0
li1 | - | 468
met5 | 0 | -
met4 | 0 | 0
met2 | 12.36 | 29
layout by cell type (no fill, tap or decap), types with 2 or more instances in the layout:
cell type and instances:
clkdlybuf4s50_1 48, a21oi_1 17, ha_1 15, xnor2_1 10, nand2_1 9, o21ai_0 8
xor2_1 5, nand3_1 4, inv_1 3, nor3_1 3, o211ai_1 3, nor2b_1 2
a21o_1 2, o21bai_1 2, nor2_1 2
worst max-delay path: stages:
cell and delay (ns):
clkdlybuf4s50_1 0.40, ha_1 0.22, fa_1 0.40, a21o_2 0.25
a311oi_2 0.35, nor3_1 0.14, o41ai_2 0.25, xnor2_1 0.16
clkdlybuf4s50_1 0.49
Power and IR drop assume default switching activity.
