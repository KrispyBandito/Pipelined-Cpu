===== ./constraint.sdc =====
current_design mux3to1

set clk_period 1.6
set clk_io_pct 0.2

create_clock -name clk0 -period $clk_period

set non_clock_inputs [all_inputs -no_clocks]
set_input_delay [expr $clk_period * $clk_io_pct] -clock clk0 $non_clock_inputs
set_output_delay [expr $clk_period * $clk_io_pct] -clock clk0 [all_outputs]

===== ./design.v =====
`timescale 1 ns / 1 ps
module mux3to1(input [15:0] d0, d1, d2,
		input [1:0] sel,
		output reg [15:0] y);
always@(d0 or d1 or d2)
begin
	if(sel == 2'b00)
		y <= d0;
	else if(sel == 2'b01)
		y <= d1;
	else
		y <= d2;
end
endmodule

===== ./run.sh =====
#!/bin/bash
# OpenROAD 26Q1-2900-gdf79404cd8, Yosys 0.63+post, stock flow scripts
make -C /OpenROAD-flow-scripts/flow DESIGN_CONFIG=/design/flow/config.mk WORK_HOME=/design/flow/orfs finish

===== ./config.mk =====
export PLATFORM = sky130hd
export DESIGN_NAME = mux3to1
export DESIGN_NICKNAME = mux3to1
export VERILOG_FILES = /design/flow/design.v
export SDC_FILE = /design/flow/constraint.sdc
export NUM_CORES = 4
export LEC_CHECK = 1
export CORE_AREA = 10 10 70 70
export DIE_AREA = 0 0 80 80

==> flow_summary.json <==
{
  "grtUsageTotal_pct": 6.42,
  "maxCapViolCount": 0,
  "netlist_area_um2": 344,
  "ant_nets": 0,
  "area_leaders": "mux2i_1 (47%), nand2_1 (17%), o21ai_1 (15%)",
  "critPathBufInv": 2,
  "num_rows": 21,
  "slew_viol_final": 0,
  "mi_logic_area_um2": 300,
  "placed_cell_area_um2": 1050,
  "io_buffers": 66,
  "hpwl_mm": 1.88,
  "grt_pass1_wl_mm": 3.45,
  "outcome": "completed",
  "max_stage_delay_ns": 0.46,
  "drt_pre_antenna_iters": 6,
  "holdPathEnd": "y[5]",
  "drc": 0,
  "place.gp.congestion": 0.788,
  "relSlewSlack_pct": 90.7,
  "wl_met1_um": 912,
  "final_hold_viol_count": 0,
  "finalSetupTns_ns": 0,
  "synth.top_cell.area_share_pct": 46.5,
  "dr_wl_met3_um": 202,
  "seqPwrFrac_pct": 0,
  "design_area_um2": 1060,
  "regArea_um2": 0,
  "p_leak_nw": 0.473,
  "p_clk_share_pct": 0,
  "arrival_ns": 1.19,
  "worstHoldStart": "sel[0]",
  "worst_slack_ns": 0.0905,
  "die_w_um": 80,
  "netSwitchingFraction_pct": 26.7,
  "via_per_inst": 3.77,
  "crit_start": "d0[8]",
  "pre_cts_slack_ns": -0.445,
  "total_power_mw": 0.246,
  "cp-start-kind": "input pin",
  "antenna_found_initial": 0,
  "syn2layout_area_growth_pct": 207,
  "finalSetupViolations": 0,
  "peakVddDrop_uv": 52.1,
  "drive_gt1_share_pct": 5.83,
  "clock_buffers": 0,
  "fin_util_pct": 30.9,
  "grt_pass1_vias": 632,
  "antennaDiodeCount": 0,
  "warning_count": 32,
  "final.period_utilization_pct": 94.3,
  "path_max_fanout": 1,
  "power_switching_mw": 0.0658,
  "cts_setup_buffers": 0,
  "wl_per_cell_um": 13.4,
  "crit_chain": "clkdlybuf4s50_1 > mux2i_1 > o21ai_1 > dlygate4sd2_1",
  "io_pins": 66,
  "ff_count": 0,
  "syn-instance-count": 53,
  "lay_top_count": "clkdlybuf4s50_1",
  "finalCriticalPeriod_ns": 1.51,
  "required_ns": 1.28,
  "hold_path_depth": 5,
  "finalWirelength_mm": 2.23,
  "synth_top_cell_by_area": "mux2i_1",
  "fp_util_pct": 10.1,
  "cp_top_family": "buffers and inverters",
  "ys_cells": 53,
  "ys_types": 8,
  "hold_path_class": "input pin to output port",
  "crit_type": "input pin to output port",
  "crit_path_end_kind": "output port",
  "power_density_nw_per_um2": 233,
  "highest_layer": "met3",
  "coreArea_um2": 3420,
  "rsz0062_at_grt": "false",
  "cp_slowest_cell": "clkdlybuf4s50_1",
  "ys_chip_area_um2": 344,
  "dr_wl_met2_mm": 1.11,
  "n_fill_cell": 364,
  "p_int_mw": 0.180,
  "power.share.combinational_pct": 100.0,
  "vias": 625,
  "lay_top_cells": "clkdlybuf4s50_1 (48), dlygate4sd2_1 (17), mux2i_1 (16), nand2_1 (16), o21ai_1 (14)",
  "die_h_um": 80,
  "ys_warn_count": 1,
  "grt-ovfl-total": 0,
  "worstMarginPinSlew_ns": 0.135,
  "grt_max_degree": 15,
  "synth_seq_share_pct": 0,
  "max_freq_mhz": 662,
  "die-area_um2": 6400,
  "dr.first_iter.drc_count": 13,
  "synth.avg_cell_area_um2": 6.49
}
[cells in the mapped netlist, drive strengths merged]
master,instances
clkbuf,2
mux2i,16
buf,3
nand2,16
o21ai,16
[tightest hold or removal path, cell delays in order]
cell           delay [ns]
buf_2                0.13
buf_6                0.13
mux2i_1              0.07
o21ai_1              0.10
dlygate4sd2_1        0.21
[cells by family (layout without fill, tap and decap cells)]
logic type | after synthesis | after routing | share of synthesized area (%)
multiplexers | 16 | 16 | 46.5
AND-OR/OR-AND | 16 | 16 | 23.3
AND/OR/NAND/NOR | 16 | 16 | 17.5
buffers and inverters | 5 | 72 | 12.7
[stage by stage]
step | hold WS, ns | instances
after floorplan | 0.675 | 53
after global placement | 1.55 | 164
after detailed placement | 1.55 | 164
after CTS | 1.38 | 166
after global routing | 1.34 | 166
final | 1.29 | 166
[what timing repair did]
item / CTS / global route
gates resized: 30 / 2
cloned: 2 / 0
hold buffers: 0 / 0
endpoints found under the setup margin: 16 / 8
pin swaps: 4 / 0
[worst max path at each step]
stage     endpoint  slack [ns]  cells past startpoint
6_report      y[8]        0.09                      4
4_1_cts      y[12]        0.05                      5
5_1_grt      y[15]        0.01                      4
[routing by layer]
metal	vias up	global-route usage, %
li1	322	-
met5	-	0
met4	0	0
met1	271	8.24
met3	0	1.82
met2	32	11.0
[power by group through the flow]
stage | Clock [mW] | Combinational [mW] | Sequential, mW
CTS | 0 | 0.252 | 0
global route | 0 | 0.273 | 0
finish | 0 | 0.246 | 0
[layout make-up]
class	instances	share of cell area (%)
tap	46	5.45
multi-input combinational	48	28.4
timing repair buffer	72	66.1
