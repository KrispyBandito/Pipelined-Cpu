<file path="flow/config.mk">
export PLATFORM = sky130hd
export DESIGN_NAME = mux32bit3to1
export DESIGN_NICKNAME = mux32bit3to1
export VERILOG_FILES = /design/flow/design.v
export SDC_FILE = /design/flow/constraint.sdc
export NUM_CORES = 4
export LEC_CHECK = 1
export CORE_AREA = 10 10 71 71
export DIE_AREA = 0 0 81 81
</file>
<file path="flow/constraint.sdc">
current_design mux32bit3to1

set clk_period 2.6
set clk_io_pct 0.2

create_clock -name clk0 -period $clk_period

set non_clock_inputs [all_inputs -no_clocks]
set_input_delay [expr $clk_period * $clk_io_pct] -clock clk0 $non_clock_inputs
set_output_delay [expr $clk_period * $clk_io_pct] -clock clk0 [all_outputs]
</file>
<file path="flow/design.v">
`timescale 1ns / 1ps
module mux32bit3to1 (input [31:0] d0, d1, d2,
		input [1:0] sel,
		output reg [31:0] y);
always@(d0 or d1 or d2)
begin
	if(sel == 2'b00)
		y <= d0;
	else if(sel == 2'b01)
		y <= d1;
	else
		y <= d2;
end
endmodule
</file>
<file path="flow/run.sh">
#!/bin/bash
# OpenROAD 26Q1-2900-gdf79404cd8, Yosys 0.63+post, stock flow scripts
make -C /OpenROAD-flow-scripts/flow DESIGN_CONFIG=/design/flow/config.mk WORK_HOME=/design/flow/orfs finish
</file>
==> results.yml <==
# generated from flow reports
setup_path:
  critical_path.startpoint_type: "input pin"
  cpMostUsedCell: "clkdlybuf4s50_1"
  critPathMaxFanout: 1
  worstPathRequired_ns: 2.08
  end_kind: "primary output"
  slowest_stage: "clkdlybuf4s50_1"
  path_cells: "clkdlybuf4s50_1 > mux2i_1 > o21ai_0 > clkdlybuf4s50_1"
  crit_type: "input pin to primary output"
  slowest_delay_ns: 0.50
  crit_arrival_ns: 1.69
grt:
  grt_pass1_vias: 1112
  grt_pass1_wl_um: 5851
  antenna_found_initial: 0
  grt_max_degree: 47
  grtUsageTotal_pct: 11.11
  overflow: 0
synth:
  syn_area_per_cell_um2: 6.677
  syn_inst: 107
  yosys_area_um2: 714.4
  yosys_warnings: 1
  seq_area_frac_synth_pct: 0
  syn-cell-area_um2: 714.4
  ys_types: 8
  yosysCellCount: 107
power_and_ir_drop:
  p_leak_nw: 0.8401
  peakVddDrop_v: 0.00008725
  powerDensity_nw_per_um2: 160.0
placement:
  place_inst: 278
  gp_congestion: 0.8086
  portBuffers: 130
  hpwlAfterDp_um: 3701
die:
  dieArea_um2: 6561
  die.size.y_um: 81
  coreArea_um2: 3633
  io_pins: 130
  die_x_um: 81
  initCoreUtil_pct: 19.66
  num_rows: 22
route:
  first_iter_violations: 30
  dr_total_vias: 1186
  top_layer_used: "met3"
  wl_per_cell_um: 14.88
  wl_met1_um: 1487
  via_per_inst: 4.266
  met2WireLength_um: 2184
  detail-route-antenna-nets: 0
  route.detailed.drc: 0
  drtPass1Iterations: 4
  n_antenna_cell: 0
  wl_um: 4136
  wl_met3_um: 463
final_timing:
  setup_viol: 0
  period_used_pct: 84.85
  final_hold_viol_count: 0
  worstMarginPinSlew_ns: 0.1584
  timing.fmax_mhz: 453.3
  grt_setup_unrepaired: "no"
  slew_headroom_pct: 89.14
  slew_viol_final: 0
  period_minus_slack_ns: 2.206
  fin_tns_setup_ns: 0
cells_and_area:
  area_growth_pct: 182.0
  ff_latch_area_um2: 0
  drive_gt1_share_pct: 3.478
  final_cell_mix: "128 x clkdlybuf4s50_1, 32 x mux2i_1, 32 x nand2_1, 28 x o21ai_1"
  fin_cells: 278
  layout_top_cell: "clkdlybuf4s50_1"
  seq_cells: 0
  final.clkbuf_count: 0
cts:
  postCtsHoldBufs: 0
  cts-resized-gates: 0
  post-cts-setup-buffers: 0
run:
  warnings: 32
  cap_violations: 0
worst_hold_path:
  min_path_type: "input pin to primary output"
status:
  status: "finished clean"
[routing by layer]
layer / track usage [%] / vias to the layer above
met5: 0 / -
met1: 12.30 / 502
li1: - / 625
met3: 4.900 / 0
met4: 0 / 0
met2: 20.38 / 59
[area by class of cell]
class	count	area [µm²]
fillers	310	1619
well taps	48	60.06
repair buffers	134	1346
multi-input cells	96	608.1
[Yosys cell counts, drive strengths merged]
cell | number | share of area (%)
mux2i | 32 | 45
nand2 | 32 | 17
o21ai | 32 | 23
buf | 11 | 15
[power breakdown]
| part | internal [W] | leakage, nW | switching [W] |
|---|---|---|---|
| Sequential | 0 | 0 | 0 |
| Combinational | 0.000242 | 0.840 | 0.0000807 |
| Clock | 0 | 0 | 0 |
[worst max-delay path: cells and delay by family]
family | cells | cell delay [ns]
buffers and inverters | 2 | 0.95
AND-OR/OR-AND | 1 | 0.16
multiplexers | 1 | 0.06
[cell families (layout without fill, tap and decap cells)]
kind of cell           count (synthesis)  in the layout  share of synthesized area (%)
and+or+nand+nor                       32             32                          16.81
AOI/OAI and AO/OA                     32             32                          23.47
buffers and inverters                 11            134                          14.89
muxes                                 32             32                          44.83
[worst paths after layout]
path	depth (start not counted)	from	to
worst min-delay path	4	sel[1]	y[5]
worst max-delay path	4	d1[28]	y[28]
[metrics by stage]
| step | setup slack [ns] | power, W | hold slack, ns | area [µm²] | utilization (%) |
|---|---|---|---|---|---|
| after floorplan | 1.057 | 0.00008910 | 1.096 | 714.4 | - |
| after global placement | 0.4085 | 0.0003243 | 1.864 | 2014 | 55.44 |
| after detailed placement | 0.4061 | 0.0003271 | 1.864 | 2014 | 55.44 |
| after CTS | 0.3865 | 0.0003286 | 1.869 | 2014 | 55.44 |
| after global routing | 0.3297 | 0.0003491 | 1.889 | 2014 | 55.44 |
| final | 0.3939 | 0.0003223 | 1.855 | 2014 | 55.44 |
Power is estimated from default activity; no workload was simulated.
